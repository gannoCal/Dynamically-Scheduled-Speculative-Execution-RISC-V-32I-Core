[/design/flow/design.v]
module branch_predictor (
    clk,
    reset,
    pc,
    branch_taken,
    branch_not_taken,
    branch_address,
    branch_pc,
    prediction,
    prediction_vector,
    predicted_pc,
    prediction_pending_resolution_o
);
parameter LUI = 7'd1;
parameter AUIPC = 7'd2;
parameter JAL = 7'd3;
parameter JALR = 7'd4;
parameter BEQ = 7'd5;
parameter BNE = 7'd6;
parameter BLT = 7'd7;
parameter BGE = 7'd8;
parameter BLTU = 7'd9;
parameter BGEU = 7'd10;
parameter ADDI = 7'd19;
parameter SLTI = 7'd20;
parameter SLTIU = 7'd21;
parameter XORI = 7'd22;
parameter ORI = 7'd23;
parameter ANDI = 7'd24;
parameter SLLI = 7'd25;
parameter SRLI = 7'd26;
parameter SRAI = 7'd27;
parameter ADD = 7'd28;
parameter SUB = 7'd29;
parameter SLL = 7'd30;
parameter SLT = 7'd31;
parameter SLTU = 7'd32;
parameter XOR = 7'd33;
parameter SRL = 7'd34;
parameter SRA = 7'd35;
parameter OR = 7'd36;
parameter AND = 7'd37;
parameter FENCE = 7'd38;
parameter ECALL = 7'd39;
parameter EBREAK = 7'd40;
parameter SATURATING_COUNTER_BITS = 2;    
parameter PC_WIDTH = 64;                  
parameter ADDR_WIDTH = 10;  
parameter DATA_WIDTH = 32;
input clk;
input [PC_WIDTH-1:0] pc;
input reset;
input branch_taken;  
input branch_not_taken;
input [PC_WIDTH-1:0] branch_address;  
input [PC_WIDTH-1:0] branch_pc;  
output prediction;
output prediction_vector;
output [PC_WIDTH-1:0] predicted_pc;
output [PC_WIDTH-1:0]prediction_pending_resolution_o;
reg [PC_WIDTH-1:0]prediction_pending_resolution;
assign prediction_pending_resolution_o = prediction_pending_resolution;
parameter SLOT_WIDTH = ADDR_WIDTH + 1;
localparam DEPTH 		= 2**ADDR_WIDTH;
reg [ADDR_WIDTH:0] btb [DEPTH:0];
integer i;
always @(posedge clk) begin
    if(reset) begin 
        for(i=0;i<DEPTH;i=i+1) begin
            btb[i][(SLOT_WIDTH-1)-:1] <= 'h0;
        end
    end else begin
        if(branch_taken) begin
            btb[branch_pc][(SLOT_WIDTH-1)-1-:ADDR_WIDTH] <= branch_address;
            btb[branch_pc][(SLOT_WIDTH-1)-:1]   <= 1'h1;
        end
    end
end
parameter BHT_SIZE = 512; 
parameter BHT_INDEX = 9;  
reg [1:0] bht [BHT_SIZE-1:0];  
wire [BHT_INDEX-1:0]branch_tag;
assign branch_tag = branch_pc[BHT_INDEX-1:0];
integer i2;
always @(posedge clk) begin
    if(reset) begin
        for(i2=0;i2<BHT_SIZE;i2=i2+1) begin 
            bht[i2] <= 2'b10;  
        end
    end else begin
        if(branch_taken && bht[branch_tag] != 2'b11)        bht[branch_tag] <= bht[branch_tag] + 1;
        if(branch_not_taken && bht[branch_tag] != 2'b00)    bht[branch_tag] <= bht[branch_tag] - 1;
    end
end
wire [BHT_INDEX-1:0]tag;
assign tag = pc[BHT_INDEX-1:0];
assign predicted_pc = btb[pc][(SLOT_WIDTH-1)-:1] && bht[tag] >= 2'b10 ? btb[pc][(SLOT_WIDTH-1)-1-:ADDR_WIDTH] : pc + 1;
assign prediction = btb[pc][(SLOT_WIDTH-1)-:1];
assign prediction_vector = bht[tag] >= 2'b10;
reg prediction_latch;
always @(posedge clk) begin
    if(reset) begin
        prediction_pending_resolution <= 'hFFFFFFFFFFFFFFF;
    end else begin
        if(branch_taken || branch_not_taken) prediction_pending_resolution <= 'hFFFFFFFFFFFFFFF;
        if(btb[pc][(SLOT_WIDTH-1)-:1]  ) prediction_pending_resolution <= predicted_pc;
    end
end
always @(posedge clk) prediction_latch <= btb[pc][(SLOT_WIDTH-1)-:1] && bht[tag] >= 2'b10;
wire [ADDR_WIDTH:0]btb_mon;
assign btb_mon = btb[11];
wire [1:0]bht_mon;
assign bht_mon = bht[11];
endmodule
module fetch(
	clk,
	reset,
	sram_data,
	branch_addr,
	PC_init,
        flush,
        no_branch,
        branch_pc,
	instruction,
	sram_addr,
	sram_we,
	sram_sel,
	sram_en,
	decode_stage_opcode_addr,
	stall,
	branch_taken,
	resume_issue,
        prediction_success,
        prediction_failed
);
parameter ADDR_WIDTH = 15;  
parameter DATA_WIDTH = 32;
reg   [ADDR_WIDTH-1:0] 		PC_s01; 
reg   [ADDR_WIDTH-1:0] 		PC_s02;
input 	reset;
input 	clk;
input  [ADDR_WIDTH:0] branch_addr;
input  [ADDR_WIDTH-1:0] PC_init;
input  stall;
input flush;
input no_branch;
input  [ADDR_WIDTH-1:0] branch_pc;
inout 	[ADDR_WIDTH-1:0]sram_addr;
inout 	[DATA_WIDTH-1:0]sram_data;
inout 	sram_we;
inout 	sram_sel;
inout 	sram_en;
output reg [63:0]		 instruction;
output [ADDR_WIDTH-1:0] decode_stage_opcode_addr;
output prediction_success;
output prediction_failed;
reg    [ADDR_WIDTH-1:0]		PC;
output branch_taken;
output resume_issue;
reg prediction_failed_r;
reg prediction_failed_r_s01;
wire stall_i;
always @(posedge clk)   prediction_failed_r <= prediction_failed;
always @(posedge clk)   prediction_failed_r_s01 <= prediction_failed_r;
assign branch_taken = branch_addr[ADDR_WIDTH];
assign resume_issue = prediction_failed_r_s01;
reg prediction_active;
wire [ADDR_WIDTH-1:0]prediction_pending_resolution;
wire prediction_success_taken;
wire prediction_failed_taken;
assign prediction_success_taken = branch_addr[ADDR_WIDTH] && branch_addr[ADDR_WIDTH-1:0] == prediction_pending_resolution;
assign prediction_failed_taken = (branch_addr[ADDR_WIDTH] && branch_addr[ADDR_WIDTH-1:0] != prediction_pending_resolution) ||   (!prediction_active && branch_addr[ADDR_WIDTH]);
wire prediction_success_not_taken;
wire prediction_failed_not_taken;
assign prediction_success_not_taken = no_branch && branch_pc+1 == prediction_pending_resolution | (no_branch && $signed(prediction_pending_resolution) == -1);
assign prediction_failed_not_taken = no_branch && (branch_pc+1 != prediction_pending_resolution && $signed(prediction_pending_resolution) != -1);
assign prediction_success = (prediction_success_taken && prediction_active) | prediction_success_not_taken;
assign prediction_failed = prediction_failed_taken | (prediction_failed_not_taken && prediction_active);
wire [ADDR_WIDTH-1:0]prediciton_failed_address;
assign prediciton_failed_address = prediction_failed_taken ? branch_addr[ADDR_WIDTH-1:0] : prediction_failed_not_taken ? branch_pc+1 : -1;
wire prediction_resolved;
assign prediction_resolved = prediction_success | prediction_failed;
wire prediction;
wire prediction_vector;
wire [ADDR_WIDTH-1:0]predicted_pc;
branch_predictor BP (
    .clk(clk),
    .reset(reset),
    .pc({{(64-ADDR_WIDTH){1'b0}},PC}),
    .branch_taken(branch_taken),
    .branch_not_taken(no_branch),
    .branch_pc(branch_pc),
    .branch_address(branch_addr[ADDR_WIDTH-1:0]),
    .prediction(prediction),
    .prediction_vector(prediction_vector),
    .predicted_pc(predicted_pc),
    .prediction_pending_resolution_o(prediction_pending_resolution)
);
assign stall_i = stall && !branch_taken; 
assign sram_addr 	= reset ? 'hz : (!stall_i) ? 
					(prediction_failed) ? 
						prediciton_failed_address : PC
					: PC_s01;
assign sram_we	 	= reset ? 'hz : 1'h0;
assign sram_sel 	= reset ? 'hz : 1'h1;
assign sram_en 		= reset ? 'hz : 1'h1;
always @(posedge clk) if(!stall_i) PC_s01 <= (prediction_failed) ? 
								prediciton_failed_address : PC;
always @(posedge clk) if(!stall_i) PC_s02 <= PC_s01;
assign decode_stage_opcode_addr = PC_s02;
reg reset_s01;
always @(posedge clk) reset_s01 <= reset;
always @(posedge clk) begin
	PC					<= PC;
	instruction				<= instruction;
	if(reset) begin
		PC					<= PC_init;
		instruction				<= 'h0;
                prediction_active <= 0;
	end else if(!stall_i) begin
		if(prediction_failed) PC		<= prediciton_failed_address+1;
		else PC					<= predicted_pc;
                if(prediction)          prediction_active <= 1;
                if(prediction_resolved) prediction_active <= 0;
		if(!reset_s01) instruction				<= sram_data;	
	end
end
endmodule
[/design/flow/run.sh]
#!/bin/bash
# OpenROAD 26Q1-2900-gdf79404cd8, Yosys 0.63+post, stock flow scripts
make -C /OpenROAD-flow-scripts/flow DESIGN_CONFIG=/design/flow/config.mk WORK_HOME=/design/flow/orfs finish
[/design/flow/config.mk]
export PLATFORM = sky130hd
export DESIGN_NAME = fetch
export DESIGN_NICKNAME = fetch
export VERILOG_FILES = /design/flow/design.v
export SDC_FILE = /design/flow/constraint.sdc
export NUM_CORES = 4
export LEC_CHECK = 1
export CORE_UTILIZATION = 50
export SYNTH_MEMORY_MAX_BITS = 65536
[/design/flow/constraint.sdc]
current_design fetch

set clk_period 389.3
set clk_io_pct 0.2

create_clock -name clk0 -period $clk_period [get_ports {clk}]

set non_clock_inputs [all_inputs -no_clocks]
set_input_delay [expr $clk_period * $clk_io_pct] -clock clk0 $non_clock_inputs
set_output_delay [expr $clk_period * $clk_io_pct] -clock clk0 [all_outputs]
==> impl_metrics.csv <==
group,metric,value,unit
grt,grt_max_degree,146,
place,routabilityCongestion,0.9949,
cts,post_cts_buffers,0,
place,placed_area,937700,um2
cts,cts_resized,0,
logic_synthesis,yosys_warnings,10,
cts,cts_buffers,2404,
logic_synthesis,async_reset_ff_share,0,%
die,initCoreUtil,50.12,%
logic_synthesis,yosysSeqAreaShare,75.62,%
cts,cts_buffer_depth,6,
logic_synthesis,top_area_share,73.16,%
status,stop_stage,"global routing (5_1_grt)",
logic_synthesis,edf_count,21549,
logic_synthesis,synth_chip_area,884500,um2
cts,clock_sinks,22635,
place,hpwl,2133000,um
logic_synthesis,ys_cells,44246,
die,die_h,1332,um
status,outcome,"aborted with a tool error",
die,die_w,1332,um
status,firstError,"[ERROR RSZ-0074] Failed to build tree from global routes for pin 'sram_data[9]' and net 'sram_data[9]' at grid (3450, 872850): found route to 2 pins, expected 1",
logic_synthesis,synth_cell_type_count,90,
logic_synthesis,syn_area,884500,um2
place,placed_cells,69217,
logic_synthesis,syn_inst,44246,
logic_synthesis,flop_cell,"edfxtp_1",
place,port_buffers,100,
die,rows,488,
sta,untimed_endpoints,32,
cts,root_buffer,"clkbuf_16",
logic_synthesis,synth_flops,22635,
logic_synthesis,top_area_cell,"edfxtp_1",
logic_synthesis,avgSynthCellArea,19.99,um2
cts,htreeDepth,8,
cts,cts_hold_buf,0,
logic_synthesis,topCellsByArea,"edfxtp_1 73%, mux4_2 13%, dfxtp_1 2.5%",
die,ioPinCount,184,
[cell families after synthesis]
kind of cell | Yosys count | share of synthesized area [%]
and+or+nand+nor | 5814 | 2.729
AOI/OAI and AO/OA | 5191 | 4.167
other | 2 | 0.0008491
adders and majority gates | 6 | 0.008488
xor gates and xnor gates | 64 | 0.06507
muxes | 7339 | 15.71
buffers and inverters | 3195 | 1.696
DFF | 22635 | 75.62
[through the flow]
stage	worst slack [ps]	power [W]	hold slack (ps)
2_1_floorplan	230060	0.003265	309.6
3_3_place_gp	228630	0.003878	317.3
3_5_place_dp	228740	0.003882	316.1
4_1_cts	228750	0.006080	339.8
[synth_stat cells (17+ instances only)]
library cell	count
edfxtp_1	21549
mux4_2	5226
nor2_1	3034
mux2i_1	2002
clkbuf_1	1714
nand2_1	1671
a21o_1	1533
a22oi_1	1110
dfxtp_1	1086
buf_2	638
a21oi_1	607
buf_4	530
o22ai_1	454
nand3_1	356
o21ai_0	329
buf_1	246
nor3_1	185
o221ai_1	175
a31oi_1	169
a221oi_1	167
a211oi_1	129
mux2_2	111
nand4_1	111
nor4_1	88
and3_1	86
a22o_1	75
o211ai_1	67
nand2b_1	63
a2111oi_0	48
nor2b_1	45
xnor2_1	42
and2_1	38
a311oi_1	37
a32oi_1	36
inv_1	30
buf_6	29
o31ai_1	27
a211o_1	25
o41ai_1	25
or3_1	25
o2111ai_1	23
xor2_1	21
o22a_1	17
or4_1	17
No activity file was given, so power comes from the tool's default toggle rates.
