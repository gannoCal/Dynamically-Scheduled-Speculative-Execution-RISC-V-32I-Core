<file path="/design/flow/constraint.sdc">
current_design reservation_station

set clk_period 181.2
set clk_io_pct 0.2

create_clock -name clk0 -period $clk_period [get_ports {clk}]

set non_clock_inputs [all_inputs -no_clocks]
set_input_delay [expr $clk_period * $clk_io_pct] -clock clk0 $non_clock_inputs
set_output_delay [expr $clk_period * $clk_io_pct] -clock clk0 [all_outputs]
</file>
<file path="/design/flow/design.v">
module reservation_station(
clk,
reset,
push,
bypass,
decoded_opcode, op1v, op1, op2v, op2, dest, imm, res_id, execute_stage_opcode_addr,
push_branch_unresolved,
prediction_failed,
prediction_success,
CDB,
CDB_REG_ID,
CDB_FU_ID,
CDB_ISS_ID,
pull,
pull_non_load,
decoded_opcode_o, op1_o, op2_o, dest_o, imm_o, res_id_o, execute_stage_opcode_addr_o,
rdy,
rs_full,
rs_empty
);
parameter ADDR_WIDTH = 15;  
parameter JAL = 7'd3;
parameter JALR = 7'd4;
parameter BEQ = 7'd5;
parameter BNE = 7'd6;
parameter BLT = 7'd7;
parameter BGE = 7'd8;
parameter BLTU = 7'd9;
parameter BGEU = 7'd10;
input clk;
input reset;
input push;
input pull;
input bypass;
input [6:0] decoded_opcode;
input op1v;
input [63:0]op1;
input op2v;
input [63:0]op2;
input [4:0]dest;
input [31:0]imm;
input [31:0]res_id;
input   [ADDR_WIDTH-1:0] execute_stage_opcode_addr;
input [63:0]CDB;
input [4:0]CDB_REG_ID; 
input [3:0]CDB_FU_ID; 
input [31:0]CDB_ISS_ID;
input push_branch_unresolved;
input prediction_failed;
input prediction_success;
input pull_non_load;
output reg rdy;
output rs_full; 
output rs_empty;
 reg [6:0] decoded_opcode_r;
 reg [63:0]op1_r;
 reg [63:0]op2_r;
 reg [4:0]dest_r;
reg [31:0]imm_r;
reg [31:0]res_id_r;
reg   [ADDR_WIDTH-1:0] execute_stage_opcode_addr_r;
output  [6:0] decoded_opcode_o;
output  [63:0]op1_o;
output  [63:0]op2_o;
output  [4:0]dest_o;
output  [31:0]imm_o;
output [31:0]res_id_o;
output   [ADDR_WIDTH-1:0] execute_stage_opcode_addr_o;
assign decoded_opcode_o = bypass ? decoded_opcode : decoded_opcode_r;
assign op1_o = bypass ? op1 : op1_r;
assign op2_o = bypass ? op2 : op2_r;
assign dest_o = bypass ? dest : dest_r;
assign imm_o = bypass ? imm : imm_r;
assign res_id_o = bypass ? res_id : res_id_r;
assign execute_stage_opcode_addr_o = bypass ? execute_stage_opcode_addr : execute_stage_opcode_addr_r;
parameter SLOT_WIDTH = 223;
parameter DEPTH = 15;
parameter COUNTER = 4;  
parameter TAG_WIDTH = 64;
reg [TAG_WIDTH-1:0]tag0_1;
reg [4:0]tag_dest0_1;
reg [31:0]tag_iss0_1;
reg [3:0] tag_fu0_1;
reg [TAG_WIDTH-1:0]tag0_2;
reg [4:0]tag_dest0_2;
reg [31:0]tag_iss0_2;
reg [3:0] tag_fu0_2;
reg [SLOT_WIDTH-1:0] rs[DEPTH-1:0];
reg [COUNTER-1:0] back_ptr;
reg [COUNTER-1:0] found_ptr;
always @(*) tag0_1 = rs[0][(SLOT_WIDTH-1)-8-:64];
always @(*) tag_dest0_1 = tag0_1[(TAG_WIDTH-1)-:5];
always @(*) tag_iss0_1 = tag0_1[(TAG_WIDTH-1)-5-:32];
always @(*) tag_fu0_1 = tag0_1[(TAG_WIDTH-1)-37-:4];
always @(*) tag0_2 = rs[0][(SLOT_WIDTH-1)-73-:64];
always @(*) tag_dest0_2 = tag0_2[(TAG_WIDTH-1)-:5];
always @(*) tag_iss0_2 = tag0_2[(TAG_WIDTH-1)-5-:32];
always @(*) tag_fu0_2 = tag0_2[(TAG_WIDTH-1)-37-:4];
wire [0:0]rs0_OP1V;
wire [63:0]rs0_OP1;
wire [0:0]rs0_OP2V;
wire [63:0]rs0_OP2;
wire [4:0]rs0_DEST;
wire [31:0]rs0_IMM;
wire [31:0]rs0_RES_ID;
wire [0:0]rs0_SPECULATE_B;
wire [0:0]rs0_RS_VALID;
wire [6:0]rs0_OPCODE;
assign rs0_OP1V = rs[0][(SLOT_WIDTH-1)-7-:1];
assign rs0_OP1 = rs[0][(SLOT_WIDTH-1)-8-:64];
assign rs0_OP2V = rs[0][(SLOT_WIDTH-1)-72-:1];
assign rs0_OP2 = rs[0][(SLOT_WIDTH-1)-73-:64];
assign rs0_DEST = rs[0][(SLOT_WIDTH-1)-137-:5];
assign rs0_IMM = rs[0][(SLOT_WIDTH-1)-142-:32];
assign rs0_RES_ID = rs[0][(SLOT_WIDTH-1)-174-:32];
assign rs0_SPECULATE_B = rs[0][(SLOT_WIDTH-1)-221-:1];
assign rs0_RS_VALID = rs[0][(SLOT_WIDTH-1)-222-:1];
assign rs0_OPCODE = rs[0][(SLOT_WIDTH-1)-:7];
reg [DEPTH:0]rs_match_found1;
reg [DEPTH:0]rs_match_found2;
reg [TAG_WIDTH-1:0] tag1;
reg [TAG_WIDTH-1:0] tag2;
reg [2:0] match_type;
reg [DEPTH:0]load_instruction;
parameter LB = 7'd11;
parameter LH = 7'd12;
parameter LW = 7'd13;
parameter LBU = 7'd14;
parameter LHU = 7'd15;
always @(*) begin : tag_detection
    integer i;
    found_ptr = -1;
    tag1 = -1;
    tag2 = -1;
    match_type = -1;
    rs_match_found1 = 0;
    rs_match_found2 = 0;
    for( i=(DEPTH-1); i>=0; i = i - 1 ) if(i < back_ptr) begin
        tag1 = -1;
        tag2 = -1;
        load_instruction[i] = 0;
        case(rs[i][(SLOT_WIDTH-1)-:7])   
            LB, 
            LH, 
            LW,		
            LBU,	
            LHU : begin 
           	load_instruction[i] = 1;
            end
        endcase
        if(rs[i][(SLOT_WIDTH-1)-7-:1] == 1 && rs[i][(SLOT_WIDTH-1)-72-:1] == 0) begin
            tag2 = rs[i][(SLOT_WIDTH-1)-73-:64];
        end
        if(rs[i][(SLOT_WIDTH-1)-7-:1] == 0 && rs[i][(SLOT_WIDTH-1)-72-:1] == 1) begin
            tag1 = rs[i][(SLOT_WIDTH-1)-8-:64];
        end
        if(rs[i][(SLOT_WIDTH-1)-7-:1] == 0 && rs[i][(SLOT_WIDTH-1)-72-:1] == 0) begin
            tag1 = rs[i][(SLOT_WIDTH-1)-8-:64];
            tag2 = rs[i][(SLOT_WIDTH-1)-73-:64];
        end
        if(CDB_REG_ID != 0)  begin  
            if(tag2[(TAG_WIDTH-1)-:5]==CDB_REG_ID && tag2[(TAG_WIDTH-1)-37-:4]==CDB_FU_ID && (tag2[(TAG_WIDTH-1)-5-:32]==CDB_ISS_ID)) begin
                match_type = 2;
                if(!(pull_non_load && load_instruction[i])) if(rs[i][(SLOT_WIDTH-1)-7-:1] == 1) found_ptr = i;  
                rs_match_found2[i]=1;
            end
            if(tag1[(TAG_WIDTH-1)-:5]==CDB_REG_ID && tag1[(TAG_WIDTH-1)-37-:4]==CDB_FU_ID && (tag1[(TAG_WIDTH-1)-5-:32]==CDB_ISS_ID)) begin
                match_type = 1;
                if(!(pull_non_load && load_instruction[i])) if(rs[i][(SLOT_WIDTH-1)-72-:1] == 1) found_ptr = i;  
                rs_match_found1[i]=1;
            end
            if(tag2[(TAG_WIDTH-1)-:5]==CDB_REG_ID && tag2[(TAG_WIDTH-1)-37-:4]==CDB_FU_ID && (tag2[(TAG_WIDTH-1)-5-:32]==CDB_ISS_ID))
                if(tag1[(TAG_WIDTH-1)-:5]==CDB_REG_ID && tag1[(TAG_WIDTH-1)-37-:4]==CDB_FU_ID && (tag1[(TAG_WIDTH-1)-5-:32]==CDB_ISS_ID)) begin
                    match_type = 3;
                    if(!(pull_non_load && load_instruction[i])) found_ptr = i;
                    rs_match_found2[i]=1;
                    rs_match_found1[i]=1;
                end
        end
        if(rs[i][(SLOT_WIDTH-1)-7-:1] == 1 && rs[i][(SLOT_WIDTH-1)-72-:1] == 1) begin
            if(!(pull_non_load && load_instruction[i])) found_ptr = i;
            match_type = 0;
        end
    end
end
assign rs_full = back_ptr >= DEPTH;
assign rs_empty = back_ptr == 0;
always @(*) begin
    rdy = 0;
    decoded_opcode_r      = 0; 
    op1_r                 = 0;
    op2_r                 = 0;
    dest_r                = 0;
    imm_r                 = 0;
    res_id_r              = 0;
    if(!bypass && pull) begin
        if($signed(found_ptr) != -1) begin
            rdy = 1;
            case(match_type)
                0 : begin
                    decoded_opcode_r      = rs[found_ptr][(SLOT_WIDTH-1)-:7];
                    op1_r                 = rs[found_ptr][(SLOT_WIDTH-1)-8-:64];
                    op2_r                 = rs[found_ptr][(SLOT_WIDTH-1)-73-:64];
                    dest_r                = rs[found_ptr][(SLOT_WIDTH-1)-137-:5];
                    imm_r                 = rs[found_ptr][(SLOT_WIDTH-1)-142-:32];
                    res_id_r              = rs[found_ptr][(SLOT_WIDTH-1)-174-:32];
                    execute_stage_opcode_addr_r = rs[found_ptr][(SLOT_WIDTH-1)-206-:15];
                end
                1 : begin
                    decoded_opcode_r      = rs[found_ptr][(SLOT_WIDTH-1)-:7];
                    op1_r                 = CDB;
                    op2_r                 = rs[found_ptr][(SLOT_WIDTH-1)-73-:64];
                    dest_r                = rs[found_ptr][(SLOT_WIDTH-1)-137-:5];
                    imm_r                 = rs[found_ptr][(SLOT_WIDTH-1)-142-:32];
                    res_id_r              = rs[found_ptr][(SLOT_WIDTH-1)-174-:32];
                    execute_stage_opcode_addr_r = rs[found_ptr][(SLOT_WIDTH-1)-206-:15];
                end
                2 : begin
                    decoded_opcode_r      = rs[found_ptr][(SLOT_WIDTH-1)-:7];
                    op1_r                 = rs[found_ptr][(SLOT_WIDTH-1)-8-:64];
                    op2_r                 = CDB;
                    dest_r                = rs[found_ptr][(SLOT_WIDTH-1)-137-:5];
                    imm_r                 = rs[found_ptr][(SLOT_WIDTH-1)-142-:32];
                    res_id_r              = rs[found_ptr][(SLOT_WIDTH-1)-174-:32];
                    execute_stage_opcode_addr_r = rs[found_ptr][(SLOT_WIDTH-1)-206-:15];
                end
                3 : begin
                    decoded_opcode_r      = rs[found_ptr][(SLOT_WIDTH-1)-:7];
                    op1_r                 = CDB;
                    op2_r                 = CDB;
                    dest_r                = rs[found_ptr][(SLOT_WIDTH-1)-137-:5];
                    imm_r                 = rs[found_ptr][(SLOT_WIDTH-1)-142-:32];
                    res_id_r              = rs[found_ptr][(SLOT_WIDTH-1)-174-:32];
                    execute_stage_opcode_addr_r = rs[found_ptr][(SLOT_WIDTH-1)-206-:15];
                end
                default : ;
            endcase
            case(rs[found_ptr][(SLOT_WIDTH-1)-:7])
            JAL, 
            JALR,
            BEQ,
            BNE,
            BLT,
            BGE,
            BLTU,
            BGEU : if(!rs[found_ptr][(SLOT_WIDTH-1)-222-:1]) decoded_opcode_r = 0;  
            default : if(!rs[found_ptr][(SLOT_WIDTH-1)-222-:1] || (prediction_failed && rs[found_ptr][(SLOT_WIDTH-1)-221-:1])) decoded_opcode_r = 0;
            endcase
        end
    end  
end
reg [63:0] new_tag;
integer i;
always @(posedge clk) begin
    for (i = 0; i < DEPTH ; i = i + 1) begin : rs_entry
        if(reset) begin
            rs[i] <= {SLOT_WIDTH{1'h0}};
            back_ptr <= {COUNTER{1'h0}};
        end else begin
            if(!bypass) begin
                if($signed(found_ptr) != -1 && pull && back_ptr > 0) begin
                    if(i>=found_ptr && i<back_ptr && i < DEPTH-1) begin
                        rs[i] <= rs[i+1];
                    end
                    if(push) rs[back_ptr-1] <= {decoded_opcode, op1v, op1, op2v, op2, dest, imm, res_id, execute_stage_opcode_addr, push_branch_unresolved, 1'b1  };
                    if(prediction_failed && rs[i][(SLOT_WIDTH-1)-221-:1] && i > 0)  rs[i-1][(SLOT_WIDTH-1)-222-:1] <= 0;
                    if(prediction_success && rs[i][(SLOT_WIDTH-1)-221-:1] && i > 0)  rs[i-1][(SLOT_WIDTH-1)-221-:1] <= 0;
                    if(i>=found_ptr && i<back_ptr) begin
                        if(rs_match_found1[i] && i > 0) begin
                            rs[i-1][(SLOT_WIDTH-1)-8-:64]  <= CDB;
                            rs[i-1][(SLOT_WIDTH-1)-7-:1] <= 1;
                        end
                        if(rs_match_found2[i] && i > 0) begin
                            rs[i-1][(SLOT_WIDTH-1)-73-:64]  <= CDB;
                            rs[i-1][(SLOT_WIDTH-1)-72-:1] <= 1;
                        end
                    end else if(i<back_ptr) begin
                        if(rs_match_found1[i]) begin
                            rs[i][(SLOT_WIDTH-1)-8-:64]  <= CDB;
                            rs[i][(SLOT_WIDTH-1)-7-:1] <= 1;
                        end
                        if(rs_match_found2[i]) begin
                            rs[i][(SLOT_WIDTH-1)-73-:64]  <= CDB;
                            rs[i][(SLOT_WIDTH-1)-72-:1] <= 1;
                        end
                    end
                    if(!push)back_ptr <= back_ptr-1;
                end else begin
                    if(prediction_failed && rs[i][(SLOT_WIDTH-1)-221-:1])  rs[i][(SLOT_WIDTH-1)-222-:1] <= 0;
                    if(prediction_success && rs[i][(SLOT_WIDTH-1)-221-:1])  rs[i][(SLOT_WIDTH-1)-221-:1] <= 0;
                    if(i<back_ptr) begin
                        if(rs_match_found1[i]) begin
                            rs[i][(SLOT_WIDTH-1)-8-:64]  <= CDB;
                            rs[i][(SLOT_WIDTH-1)-7-:1] <= 1;
                        end
                        if(rs_match_found2[i]) begin
                            rs[i][(SLOT_WIDTH-1)-73-:64]  <= CDB;
                            rs[i][(SLOT_WIDTH-1)-72-:1] <= 1;
                        end
                    end
                    case(push)
                    1'b1 : begin
                        if(back_ptr < DEPTH && i == back_ptr) begin
                            rs[back_ptr] <= {decoded_opcode, op1v, op1, op2v, op2, dest, imm, res_id, execute_stage_opcode_addr, push_branch_unresolved, 1'b1  };
                            new_tag <= op1;
                            back_ptr <= back_ptr+1;
                        end
                    end
                    default:;
                    endcase
                end
            end  
        end
    end
end
endmodule
</file>
<file path="/design/flow/run.sh">
#!/bin/bash
# OpenROAD 26Q1-2900-gdf79404cd8, Yosys 0.63+post, stock flow scripts
make -C /OpenROAD-flow-scripts/flow DESIGN_CONFIG=/design/flow/config.mk WORK_HOME=/design/flow/orfs finish
</file>
<file path="/design/flow/config.mk">
export PLATFORM = sky130hd
export DESIGN_NAME = reservation_station
export DESIGN_NICKNAME = reservation_station
export VERILOG_FILES = /design/flow/design.v
export SDC_FILE = /design/flow/constraint.sdc
export NUM_CORES = 4
export LEC_CHECK = 1
export CORE_UTILIZATION = 40
</file>
==> deck_impl_summary.md <==
Key Metrics from the Run

STA
  • Endpoints left unconstrained: 15
  • Count of final hold-check violations: 0
  • Relative slew margins: -4.95%
  • Final setup violation count: 0
  • Slew Limit Fails: 11
  • Setup TNS: 0 ns
  • Register pins left without a clock: 15
  • Unrepaired setup endpoints after global routing: false
  • Final min period: 84.55 ns
  • Final Skew: 0.134 ns
  • Final hold slack: 0.451 ns
  • Peak Freq: 11.8 MHz
  • Part of the cycle the worst path needs: 46.7%
  • Worst Tran Pin Value: 1.56 ns

Worst setup path
  • Worst-path fanout max: 33
  • Worst EP arrival: 48.31 ns
  • Critical Path Source Type: primary input
  • Crit-path most repeated cell: buf_4
  • Crit path kind: primary input to output pin
  • Worst EP required: 144.96 ns
  • CP Capture Type: output pin
  • Critical Path Max Stage Delay: 1.15 ns
  • Slowest-stage cell, CP: nor3_1

Clock network
  • H-tree depth: 5
  • # resized after CTS: 0
  • CTS max path bufs: 4
  • Hold Buf Count CTS: 0
  • Post CTS Setup Buffer Count: 0
  • Cts bufs inserted: 425
  • CTS tree: done
  • CTS root buf: clkbuf_16
  • Worst-path clk slew: 0.07 ns
  • Clock latency at the later pin of the worst-skew pair: 1.17 ns

Place
  • Post-DP Area: 248000 µm²
  • DP HPWL: 1200 mm
  • PortBufs: 556
  • GP Congestion: 1.18

Floorplan
  • IO Pins: 557
  • Die y size: 765 µm
  • Die X-Extent: 765 µm
  • FP Rows: 279
  • Die footprint: 585000 µm²
  • Placeable Area: 578000 µm²
  • Initial Util: 40.3%

Yosys
  • Yosys Chip Area: 233000 µm²
  • Cells after synthesis: 28262
  • Flops after synth: 3585
  • Dominant flop cell: edfxtp_1
  • Biggest area cells: edfxtp_1, nand2_1, a21oi_1
  • Synth Cell Area: 233000 µm²
  • Top cell area share: 44.6%
  • Post-synth EDFFs: 3455
  • # Cells Yosys: 28262
  • Yosys top cell by area: edfxtp_1
  • Yosys warning total: 1
  • Post-synth cell types: 116
  • Post-synth ARST share: 0%
  • Syn avg cell area: 8.24 µm²

Pwr
  • IR Drop Worst-Case VDD: 0.00988 mV
  • Leak Pwr: 93.6 nW
  • Pwr Density: 11.5 nW/µm²

Drt
  • Routed WL: 1720 mm
  • Drt drc: 0
  • Vias: 255952
  • Via-to-Cell Ratio: 7.08
  • Routed wire per std cell: 47.7 µm
  • Drt first-iter violations: 33959
  • DR pass1 iterations: 10
  • Detail Route Antenna Nets: 0

Flow run
  • Tool Warnings: 39
  • Max cap viols: 4

Status
  • Failing checks: max-capacitance violations, max-slew violations
  • Status: finished, violations left

Global route
  • Remaining Overflow, GRT: 0
  • Vias in the first global route: 232157
  • First-pass GRT wire length: 2230 mm
  • Gr usage total: 60.9%
  • Antenna violations before repair: 274
  • Largest net degree at the start of global routing: 104

Cells and area
  • Final design instance area without fill: 262000 µm²
  • Most frequent cells in the layout: nand2_1, edfxtp_1, a21oi_1, nor2_1, o21ai_0
  • Commonest Layout Cell: nand2_1
  • P&R area growth vs syn: 12.7%
  • Share of cells above drive strength 1: 8.60%

Min path
  • Class of the worst hold path: flip-flop to flip-flop
-- final timing paths --
path | slack (ns) | from | cells past startpoint | to
hold reg to reg | 0.45 | rs[15][0] | 1 | rs[15][0]
setup / recovery | 96.65 | CDB_ISS_ID[4] | 25 | op2_o[56]
hold / removal | 0.45 | rs[15][0] | 1 | rs[15][0]
setup reg to reg | 168.84 | rs[5][150] | 26 | rs[6][41]
-- cell families after synthesis --
group,share of synthesized area (%)
latches,0.0967
buf+inv,5.77
mux,3.13
compound gates,20.5
fa+ha+maj,0.0376
xor+xnor,1.98
flops,45.6
simple gates,23.0
-- power by group --
group | total, mW | leakage [nW] | switching [mW] | internal [mW]
Sequential | 1.13 | 36.4 | 0.126 | 1.01
Clock | 0.900 | 6.79 | 0.401 | 0.499
Combinational | 0.990 | 50.4 | 0.751 | 0.238
-- metal layers --
| metal | up-vias | global-route usage (%) | routed length, µm |
|---|---|---|---|
| li1 | 101238 | - | - |
| met1 | 121679 | 69.5 | 556000 |
| met2 | 25794 | 75.8 | 656000 |
| met3 | 7000 | 45.0 | 322000 |
| met4 | 241 | 47.2 | 182000 |
| met5 | - | 12.4 | 7620 |
-- through the flow --
step                      setup WS (ns)  power, mW  cells  utilization, %
after global routing              97.31       3.03  35975            45.3
after floorplan                  104.02       1.52  28262               -
after detailed placement          97.98       2.05  35076            42.8
after CTS                         97.94       2.93  35856            45.2
after global placement            97.21       2.05  35074            42.8
final                             96.65       3.02  36156            45.4
-- synthesized netlist by cell type (34+ instances only) --
| library cell | instances |
|---|---|
| nand2_1 | 6763 |
| edfxtp_1 | 3455 |
| a21oi_1 | 2841 |
| nor2_1 | 2705 |
| o21ai_0 | 1910 |
| clkbuf_1 | 1779 |
| nand3_1 | 1318 |
| buf_2 | 728 |
| mux2i_1 | 620 |
| a31oi_1 | 450 |
| o22ai_1 | 396 |
| nor3_1 | 385 |
| o21ai_1 | 353 |
| xnor2_1 | 341 |
| a22oi_1 | 265 |
| a32oi_1 | 260 |
| nor4bb_1 | 225 |
| a211oi_1 | 219 |
| a22o_1 | 217 |
| xor2_1 | 186 |
| buf_1 | 185 |
| a21o_1 | 163 |
| buf_4 | 149 |
| nor4_1 | 143 |
| and3_1 | 139 |
| nor4b_1 | 130 |
| nand2b_1 | 125 |
| nand4_1 | 123 |
| o32ai_1 | 123 |
| inv_1 | 120 |
| dfxtp_1 | 115 |
| o2111ai_1 | 102 |
| mux2_2 | 94 |
| or3_1 | 90 |
| a311oi_1 | 86 |
| clkinv_1 | 75 |
| a221o_1 | 51 |
| nor2b_1 | 51 |
| o211ai_1 | 51 |
| buf_6 | 47 |
| a32o_1 | 44 |
| or4_1 | 41 |
| o311ai_0 | 38 |
| o31ai_1 | 34 |
-- final cells by class --
class,instances,area [µm²]
clock buffer,540,11300
antenna,300,751
multi-input combinational,21588,114000
clock inverter,240,2570
fill,55047,316000
tap,7727,9670
inverter,200,828
sequential,3585,106000
timing repair buffer,1976,16600
-- worst max-delay path: cells and delay by family --
family / cells / cell delay, ns
AOI/OAI and AO/OA: 6 / 2.47
xor gates and xnor gates: 1 / 0.15
buffers and inverters: 10 / 5.09
muxes: 1 / 0.15
and+or+nand+nor: 7 / 3.89
-- state kept, by name, indices dropped and copies added (netlist names) --
| signal | cells |
|---|---|
| back_ptr | 4 |
| execute_stage_opcode_addr_r | 15 |
| rs | 3566 |
No activity file was given, so power comes from the tool's default toggle rates.
